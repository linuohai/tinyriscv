===== flow/design.v =====
module pwm(
    input clk,
    input rst,
    input we_i,
    input[31:0] addr_i,
    input[31:0] data_i,
    output [31:0] data_o,
    output [3:0] pwm_o
);
reg [31:0] A_0_reg;
reg [31:0] A_1_reg;
reg [31:0] A_2_reg;
reg [31:0] A_3_reg;
reg [31:0] B_0_reg;
reg [31:0] B_1_reg;
reg [31:0] B_2_reg;
reg [31:0] B_3_reg;
reg [31:0] C_reg;
always @ (posedge clk) begin
    if (rst == 1'b0) begin
        A_0_reg <= 32'h0;
        A_1_reg <= 32'h0;
        A_2_reg <= 32'h0;
        A_3_reg <= 32'h0;
        B_0_reg <= 32'h0;
        B_1_reg <= 32'h0;
        B_2_reg <= 32'h0;
        B_3_reg <= 32'h0;
        C_reg <= 32'h0;
    end else begin
        if (we_i == 1'b1) begin
            case (addr_i[23:16])
                8'h00: A_0_reg <= data_i;
                8'h01: A_1_reg <= data_i;
                8'h02: A_2_reg <= data_i;
                8'h03: A_3_reg <= data_i;
                8'h10: B_0_reg <= data_i;
                8'h11: B_1_reg <= data_i;
                8'h12: B_2_reg <= data_i;
                8'h13: B_3_reg <= data_i;
                8'h04: C_reg <= data_i;
            endcase
        end
    end
end
reg [31:0] cnt_0;
reg [31:0] cnt_1;
reg [31:0] cnt_2;
reg [31:0] cnt_3;
always @ (posedge clk) begin
    if (rst == 1'b0 || C_reg[0] == 1'b0) begin
        cnt_0 <= 32'h0;
    end
    else if (cnt_0 == A_0_reg) begin
        cnt_0 <= 32'h0;
    end
    else begin
        cnt_0 <= cnt_0 + 1'b1;
    end
end
always @ (posedge clk) begin
    if (rst == 1'b0 || C_reg[1] == 1'b0) begin
        cnt_1 <= 32'h0;
    end
    else if (cnt_1 == A_1_reg) begin
        cnt_1 <= 32'h0;
    end
    else begin
        cnt_1 <= cnt_1 + 1'b1;
    end
end
always @ (posedge clk) begin
    if (rst == 1'b0 || C_reg[2] == 1'b0) begin
        cnt_2 <= 32'h0;
    end
    else if (cnt_2 == A_2_reg) begin
        cnt_2 <= 32'h0;
    end
    else begin
        cnt_2 <= cnt_2 + 1'b1;
    end
end
always @ (posedge clk) begin
    if (rst == 1'b0 || C_reg[3] == 1'b0) begin
        cnt_3 <= 32'h0;
    end
    else if (cnt_3 == A_3_reg) begin
        cnt_3 <= 32'h0;
    end
    else begin
        cnt_3 <= cnt_3 + 1'b1;
    end
end
assign pwm_o[0] = (A_0_reg != 32'h0) & (cnt_0 < B_0_reg) & C_reg[0];
assign pwm_o[1] = (A_1_reg != 32'h0) & (cnt_1 < B_1_reg) & C_reg[1];
assign pwm_o[2] = (A_2_reg != 32'h0) & (cnt_2 < B_2_reg) & C_reg[2];
assign pwm_o[3] = (A_3_reg != 32'h0) & (cnt_3 < B_3_reg) & C_reg[3];
assign  data_o = {32{!we_i}} & {
    {32{addr_i[23:16] == 8'h00}} & A_0_reg |
    {32{addr_i[23:16] == 8'h01}} & A_1_reg |
    {32{addr_i[23:16] == 8'h02}} & A_2_reg |
    {32{addr_i[23:16] == 8'h03}} & A_3_reg |
    {32{addr_i[23:16] == 8'h10}} & B_0_reg |
    {32{addr_i[23:16] == 8'h11}} & B_1_reg |
    {32{addr_i[23:16] == 8'h12}} & B_2_reg |
    {32{addr_i[23:16] == 8'h13}} & B_3_reg |
    {32{addr_i[23:16] == 8'h04}} & C_reg
};
endmodule

===== flow/run.sh =====
#!/bin/bash
# OpenROAD 26Q1-2900-gdf79404cd8, Yosys 0.63+post, stock flow scripts
make -C /OpenROAD-flow-scripts/flow DESIGN_CONFIG=/design/flow/config.mk WORK_HOME=/design/flow/orfs finish

===== flow/config.mk =====
export PLATFORM = sky130hd
export DESIGN_NAME = pwm
export DESIGN_NICKNAME = pwm
export VERILOG_FILES = /design/flow/design.v
export SDC_FILE = /design/flow/constraint.sdc
export NUM_CORES = 4
export LEC_CHECK = 1
export CORE_UTILIZATION = 40

===== flow/constraint.sdc =====
current_design pwm

set clk_period 12.0
set clk_io_pct 0.2

create_clock -name clk0 -period $clk_period [get_ports {clk}]

set non_clock_inputs [all_inputs -no_clocks]
set_input_delay [expr $clk_period * $clk_io_pct] -clock clk0 $non_clock_inputs
set_output_delay [expr $clk_period * $clk_io_pct] -clock clk0 [all_outputs]

==> reports/notes.md <==
The critical setup path kind is in -> out. Entering global routing, the biggest net connects 104 pins. The final clock skew is 0.0172 ns, and the average vias per placed instance is 5.75.

The clock drives 416 sinks. The netlist uses 61 different library cells. The end-of-flow timing check tallies setup violations at 0. Sorting the synthesized cells by how often they occur yields 660 x nand2_1, 416 x dfxtp_1, 206 x xor2_1. The tools report the number of nets with antenna violations after detailed routing as 0. Before antenna repair, the detailed router went through 10 iterations. Yosys mapped a number of flops with a built-in enable equal to 0. The report lists the number of cells resized after CTS as 0. 103 I/O pins were placed.

Proportion of register bits with asynchronous set or reset after synthesis: 0. The required time of the critical path was 9.60 ns; the die boundary height was 242 um. The tools report the routed via count as 21,000.

The count of warning messages emitted by the tools was 51; the count of max-cap constraint violations was 0. TritonCTS created 48 clock buffers. The run gives 0.720 for the final critical-path share of the clock period. OpenSTA, run right after detailed placement, puts the worst setup slack at 3.58 ns. The run gives 0.0243 mm2 for the area after detailed placement.

The logs give 64,800 um for the half-perimeter wire length after detailed placement and 19,500 for the via count of the first global-routing pass. Sorting the synthesized cells by area gives the leading types as dfxtp_1 36%, nand2_1 11%, xor2_1 7.8%. The core utilization at floorplan is 0.407, and the average wire per standard cell is 24.7 um. The shortest period the worst path allows came out at 8.64 ns. The later-pin clock latency in the skew report was 0.59 ns; the starting DRC count in detailed routing was 2,213. In this run the tool buffered the top-level ports with 78 buffer cells. The floorplan step set the die width to 242 um. Setup repair after global routing left no endpoint under its margin. The tools report the buffer cell driving the clock tree root as clkbuf_16. The static leakage is 9.46 nW, and the number of antenna violations at the first check in global routing is 1. Path category of the worst min-delay check: reg -> reg.

Yosys reported a register bit count of 416. The tools report the sort of element at the end of the critical path as an output port. The logs give 133,000 um for the global-route wire length before repair and 0.0566 mm2 for the floorplan core area. The pin closest to its max-slew limit shows a slew of 0.908 ns. The report puts the hold buffer count at CTS at 0. In the Yosys report the total cell count is 2,875.

The run gives 6 for the depth of the worst register-to-register path. The critical-path maximum fanout was 22; the power density relative to cell area was 119 mW/mm2. Row generation in the floorplan step produced 87 rows. TritonCTS built the clock tree. The run gives 0 for the total grt overflow. The run gives 0 as the final-report hold violation count.

Per the timing report, the achievable frequency comes out to 116 MHz. For the max-slew violation total from the final report, the log shows 0. The logs give 6.24 ns for the critical path data arrival time and 1 for the yosys warning tally. The run gives 0 ns for the sum of negative setup slack. The clock passes through at most 3 buffers. The chip area line in the Yosys stat output reads 0.0230 mm2.

The tools report the highest ir drop seen on vdd as 0.0974 mV. Counting instances, the worst hold path has a depth of 2. The most used flip-flop cell after synthesis is dfxtp_1. Headroom to the max-slew limit: 0.393. The tools report the category of the worst setup path launch point as an input port. For the number of levels the H-tree was split into, the log shows 2. The number of setup buffers added after CTS was 0. In the routed design, unresolved DRC markers number 0. Final standard cell area without fillers: 0.0260 mm2.

The registers of the reported paths see a clock transition of 0.06 ns. Synthesis handed over a netlist of 2,875 instances. The final timing report gives a worst setup slack of 3.36 ns. The synthesized netlist occupies a cell area of 0.0230 mm2. The synthesis stats list as the most numerous cell nand2_1.

The fraction of final layout cells with drive strength greater than 1 is 0.0540, and the top-area cell type share of the netlist area is 0.361. The run gives 0.0586 mm2 for the overall die area. The final weighted congestion recorded by global placement is 1.07. The flow ran to the end, and the final reports show no timing, DRC or antenna violations.

Dominant cell type by area after synthesis: dfxtp_1. The total antenna diodes in the routed design was 0; the post-synthesis area per instance was 8.02 um2. With the fraction of the yosys area taken by sequential cells at 0.361, the area growth from synthesis to final layout is 13.0%. The tools report the total global routing track utilization as 0.313.

The detailed router reported a total wirelength of 90,100 um.
-- path summary, 6_finish.rpt --
| check | from | endpoint | slack, ns |
|---|---|---|---|
| max | addr_i[20] | data_o[31] | 3.36 |
| min | C_reg[28] | C_reg[28] | 0.46 |
| max reg2reg | cnt_3[6] | cnt_3[9] | 9.46 |
| min reg2reg | C_reg[28] | C_reg[28] | 0.46 |
-- placed cells by master, fill, tap and decap left out, types with 19 or more instances in the layout --
cell type / instances
a21boi_0: 177
a21oi_1: 77
a22oi_1: 39
xnor2_1: 41
nor2_1: 177
a31oi_1: 19
and3_1: 27
nor4_1: 74
clkdlybuf4s50_1: 76
nor3_1: 22
clkbuf_16: 49
nand3_1: 72
buf_4: 47
nand2_1: 660
a221oi_1: 26
inv_1: 138
nand4_1: 64
dfxtp_1: 416
a21boi_1: 111
a222oi_1: 26
xor2_1: 206
ha_1: 128
-- per-layer routing --
layer  track usage  up-vias  part of all wire
li1              -     9834                 -
met1         0.466    10000              0.44
met2         0.446      903              0.43
met3        0.0718      204             0.085
met4         0.122        0             0.048
met5             0        -                 0
-- area by class of cell --
class	count	area, um2
fillers	5348	30600
multi-input cells	2124	13400
flip-flops and latches	416	8330
clock buffers	64	1360
repair buffers	125	1130
well taps	756	946
inverters	138	518
clock inverters	23	353
-- power by group --
group | internal, mW | switching [mW]
logic | 0.0343 | 0.0661
registers | 1.38 | 0.00184
clock network | 0.989 | 0.625
-- per-stage QoR --
step                      hold slack [ns]   util  std cells  power (mW)
after floorplan                     0.434      -       2875        1.47
after global placement              0.440  0.430       3559        1.51
after detailed placement            0.446  0.430       3559        1.51
after CTS                           0.454  0.460       3646        3.11
after global routing                0.472  0.460       3646        3.16
final                               0.457  0.460       3646        3.10
-- critical path, stage by stage --
cell and delay (ns):
clkdlybuf4s50_1 0.46, buf_4 0.41, nor4b_4 0.83, and2_1 0.51, buf_4 0.38, a21oi_1 0.20, a31oi_1 0.44, clkdlybuf4s50_1 0.56
-- kinds of logic after synthesis --
family | count (synthesis) | share of synthesized area
buffers and inverters | 335 | 0.0579
AND-OR/OR-AND | 560 | 0.178
flip-flops | 416 | 0.361
XOR/XNOR | 247 | 0.0939
AND/OR/NAND/NOR | 1166 | 0.228
multiplexers | 23 | 0.0109
adder cells (fa/ha/maj) | 128 | 0.0695
Power is estimated from default activity; no workload was simulated.
